File: design.v
module seg_scan(
	input           clk,
	input           rst_n,
	output reg[5:0] seg_sel,       
	output reg[6:0] seg_data,      
	input[6:0]      seg_data_0,
	input[6:0]      seg_data_1,
	input[6:0]      seg_data_2,
	input[6:0]      seg_data_3,
	input[6:0]      seg_data_4,
	input[6:0]      seg_data_5
);
parameter SCAN_FREQ = 200;      
parameter CLK_FREQ = 50000000;  
parameter SCAN_COUNT = CLK_FREQ /(SCAN_FREQ * 6) - 1;
reg[31:0] scan_timer;   
reg[3:0] scan_sel;      
always@(posedge clk or negedge rst_n)
begin
	if(rst_n == 1'b0)
	begin
		scan_timer <= 32'd0;
		scan_sel <= 4'd0;
	end
	else if(scan_timer >= SCAN_COUNT)
	begin
		scan_timer <= 32'd0;
		if(scan_sel == 4'd5)
			scan_sel <= 4'd0;
		else
			scan_sel <= scan_sel + 4'd1;
	end
	else
		begin
			scan_timer <= scan_timer + 32'd1;
		end
end
always@(posedge clk or negedge rst_n)
begin
	if(rst_n == 1'b0)
	begin
		seg_sel <= 6'b111111;
		seg_data <= 7'hff;
	end
	else
	begin
		case(scan_sel)
			4'd0:
			begin
				seg_sel <= 6'b11_1110;
				seg_data <= seg_data_0;
			end
			4'd1:
			begin
				seg_sel <= 6'b11_1101;
				seg_data <= seg_data_1;
			end
			4'd2:
			begin
				seg_sel <= 6'b11_1011;
				seg_data <= seg_data_2;
			end
			4'd3:
			begin
				seg_sel <= 6'b11_0111;
				seg_data <= seg_data_3;
			end
			4'd4:
			begin
				seg_sel <= 6'b10_1111;
				seg_data <= seg_data_4;
			end
			4'd5:
			begin
				seg_sel <= 6'b01_1111;
				seg_data <= seg_data_5;
			end
			default:
			begin
				seg_sel <= 6'b11_1111;
				seg_data <= 7'hff;
			end
		endcase
	end
end
endmodule
File: run.sh
#!/bin/bash
# OpenROAD 26Q1-2900-gdf79404cd8, Yosys 0.63+post, stock flow scripts
make -C /OpenROAD-flow-scripts/flow DESIGN_CONFIG=/design/flow/config.mk WORK_HOME=/design/flow/orfs finish
File: config.mk
export PLATFORM = sky130hd
export DESIGN_NAME = seg_scan
export DESIGN_NICKNAME = seg_scan
export VERILOG_FILES = /design/flow/design.v
export SDC_FILE = /design/flow/constraint.sdc
export NUM_CORES = 4
export LEC_CHECK = 1
export CORE_UTILIZATION = 40
File: constraint.sdc
current_design seg_scan

set clk_period 2.8
set clk_io_pct 0.2

create_clock -name clk0 -period $clk_period [get_ports {clk}]

set non_clock_inputs [all_inputs -no_clocks]
set_input_delay [expr $clk_period * $clk_io_pct] -clock clk0 $non_clock_inputs
set_output_delay [expr $clk_period * $clk_io_pct] -clock clk0 [all_outputs]
==> notes.md <==
fresh numbers from the pnr run: GR Util All Layers=0.162, yosys synthesis chip area=roughly 2400 um^2, tool warnings=27, clk buf depth=2, Die Wd=between 70 and 80 um, Syn Inst Count=207, Synth flops=49, status=finished, final reports clean, Crit path max-delay family=flip-flops, drt wl/cell=13.1 um, Hold-fix buffers, CTS=0, critical path startpoint category=register, final hold violation count=0, pwr dens=around 600 nW/um^2, worst-margin pin slew=692 ps, row cnt=27, antenna violations before repair=0, Top cells excl fill/tap=55 x clkdlybuf4s50_1, 36 x dfrtp_1, 17 x nor2_1, postcts setup bufs=0, Routed WL=about 4600 um, residual DRC count=0, GPL Wtd Cong=between 0.8 and 0.9, Worst path slowest cell=dfstp_2, arrival time worst endpoint=approximately 1300 ps, via count=1670, vias in the first global route=around 1600, async set-reset flop share out of synthesis=1.00, Final Skew=around 4.5 ps, DR vias/cell=4.73, critical path fanouts, max=1, most common logic cell in the routed design=clkdlybuf4s50_1, Worst path max stage delay=~530 ps, RSZ-0062 raised after global routing=false, n_diodes=0, Lkg Pwr=about 1.2 nW, Root Driver=clkbuf_8, CP Buf/Inv Count=1, final antenna-violating net count=0, setup_tns=0 ps, Syn Area/Cell=around 11 um^2, register share after synthesis=0.523, Post-synth top flop=dfrtp_1, core area=roughly 5600 um^2, Inserted Clock Buffers=5, clock latency on the worst-skew pair=290 ps, YS warnings=3, synthesized area=2370 um^2, H-tree depth=2, minimum clock period=roughly 1900 ps, Peak VDD IR=~0.35 mV, aggregate global routing overflow=0, P&R area growth vs syn=33.5%, critical path capture point type=output port, f_max=539 MHz, port buffer count=between 50 and 60, critical-path cell list=clkdlybuf4s50_1, EDFF count, synth=0, Die H=79.0 um, HPWL after DPL=between 3000 and 4000 um, clock sinks=49, Max Cap Viol=0, Hold Path Class=in2async, floorplan core density=0.423, yosys stat cell total=between 200 and 250, CTS tree=yes, first-pass GRT wire length=between 7000 and 8000 um, Max Slew Vio Count=0, clk slew on worst S/H paths=~90 ps, WS Path Type=reg2out, largest net degree at the start of global routing=29, Die Size=around 6200 um^2, post-route insts no fill=353, post-cts sizing count=0, layout cells sized above 1=0.206, I/O pins=57, max_slew headroom=0.535, setup violators final=0, Cell variety after synth=40, drt first-iter violations=approximately 74, CP Data Required Time=approximately 2200 ps, dpl cells=approximately 350, DRT Pass-1 Iters=4, period utilization=0.662
[per-stage QoR]
step                setup slack [ps]  hold slack, ps  total power, mW  utilization  area, um^2
floorplan                       1370             264             1.13            -        2430
global placement                1080             498             1.39        0.544        3050
detailed placement              1050             501             1.39        0.544        3050
CTS                              923             282             1.92        0.565        3170
global route                     913             308             2.01        0.565        3170
finish                           945             272             1.89        0.565        3170
[Yosys cell counts (5+ instances only)]
library cell  number  share of area
dfrtp_1           36           0.38
nor2_1            17          0.027
nand2_1           16          0.025
nand3_1           15          0.032
dfstp_2           13           0.14
a21oi_1           11          0.023
xor2_1            11          0.041
mux2_2             9          0.043
nor2_4             9          0.043
o21ai_0            6          0.013
inv_1              5         0.0079
[area by class of cell]
cell class                      instances  area (um^2)
Inverter                                5         18.8
Clock buffer                            6         82.6
Fill cell                             523         2440
Timing Repair Buffer                   59          578
Tap cell                               72         90.1
Sequential cell                        49         1240
Clock inverter                          2         37.5
Multi-Input combinational cell        160         1120
[sequential cells by signal, summed over array words and instances, names as in the netlist]
signal      count
scan_timer     32
seg_data        7
seg_sel         6
scan_sel        4
[worst paths after layout]
path                           startpoint  slack, ps  depth (start not counted)             end
max reg2reg                scan_timer[28]       1070                          5     scan_sel[2]
min                                 rst_n        270                          1  scan_timer[12]
min in group clk0          scan_timer[15]        520                          2  scan_timer[15]
min reg2reg                scan_timer[15]        520                          2  scan_timer[15]
max in group asynchronous           rst_n       1840                          2      seg_sel[1]
max                           seg_data[0]        950                          1     seg_data[0]
[power breakdown]
part	switching, mW	internal (mW)	total, mW	leakage [nW]
Clock	0.226	0.290	0.516	0.0574
Combinational	0.149	0.254	0.403	0.562
Sequential	0.126	0.845	0.971	0.598
Total	0.501	1.39	1.89	1.22
[logic make-up (layout without fill, tap and decap cells)]
group,count (synthesis),in the layout,synth area share
flip-flops,49,49,0.523
buffers and inverters,13,72,0.0290
XOR/XNOR,15,15,0.0553
multiplexers,13,13,0.0596
AND/OR/NAND/NOR,84,84,0.237
AND-OR/OR-AND,29,29,0.0780
adder cells (fa/ha/maj),3,3,0.0158
other,1,16,0.00158
[worst reg2reg max path, delay by kind of cell, from the launching register on]
family / cells / cell delay (ps)
AND-OR/OR-AND: 2 / 490
AND/OR/NAND/NOR: 3 / 770
flip-flops: 1 / 380
[layer usage]
metal | global-route usage | routed length, um | part of all wire
met1 | 0.254 | 2110 | 0.45
met2 | 0.259 | 2250 | 0.49
met3 | 0.0268 | 233 | 0.050
met4 | 0.0145 | 43 | 0.0093
met5 | 0 | 0 | 0
Power and IR drop assume default switching activity.

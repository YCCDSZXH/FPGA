$ cat run.sh
#!/bin/bash
# OpenROAD 26Q1-2900-gdf79404cd8, Yosys 0.63+post, stock flow scripts
make -C /OpenROAD-flow-scripts/flow DESIGN_CONFIG=/design/flow/config.mk WORK_HOME=/design/flow/orfs finish
$ cat config.mk
export PLATFORM = sky130hd
export DESIGN_NAME = alu
export DESIGN_NICKNAME = alu
export VERILOG_FILES = /design/flow/design.v
export SDC_FILE = /design/flow/constraint.sdc
export NUM_CORES = 4
export LEC_CHECK = 1
export CORE_AREA = 10 10 89 89
export DIE_AREA = 0 0 99 99
$ cat constraint.sdc
current_design alu

set clk_period 5.5
set clk_io_pct 0.2

create_clock -name clk0 -period $clk_period

set non_clock_inputs [all_inputs -no_clocks]
set_input_delay [expr $clk_period * $clk_io_pct] -clock clk0 $non_clock_inputs
set_output_delay [expr $clk_period * $clk_io_pct] -clock clk0 [all_outputs]
$ cat design.v
module alu (
    m,
    s,
    a,
    b,
    cf,
    zf,
    t
);
  input wire m;
  input wire [3:0] s;
  input wire [7:0] a, b;
  output reg cf, zf;
  output reg [7:0] t;
  reg [8:0] temp;
  always @(m or s or a or b) begin
    {cf, zf} = 0;
    t = 00000000;
    if (m == 1'b0 && s[3:0] == 4'b1100) t = a;
    else if (m == 1'b1) begin
      if (s[3:0] == 4'b1001) begin
        t = a + b;
        if (t == 8'b00000000) zf = 1;
        else zf = 0;
        temp = a + b;
        if (temp[8] == 1'b0) cf = 0;
        else cf = 1;
      end else if (s[3:0] == 4'b0110) begin
        t = b - a;
        if (t == 8'b00000000) zf = 1;
        else zf = 0;
        temp = b - a;
        if (temp[8] == 1'b0) cf = 0;
        else cf = 1;
      end else if (s[3:0] == 4'b1011) t = a & b;
      else if (s[3:0] == 4'b0101) t = ~b;
      else if (s[3:0] == 4'b1010 || s[3:0] == 4'b0100) t = b;
    end
  end
endmodule
==> impl_metrics.csv <==
group,metric,value,unit
synthesis,ys_sh_aoi,36.3,%
power_and_ir_drop,power_density,85.9,nW/um^2
routing,final_antenna_net_count,0,
layout,flops,0,
routing,antennaDiodeCount,0,
routing,wirelength,4790,um
routing,initialDrtViolationCount,66,
flow_run,warnings,40,
synthesis,yosys-stat-cells,223,
layout,finalNonFillerCells,318,
placement,postPlaceCellArea,1790,sq um
worst_setup_path,crit_required,4.40,ns
layout,final_util,29.9,%
routing,drc,0,
routing,highest-signal-layer,"met4",
power_and_ir_drop,peakVddDrop,0.0000373,V
routing,vias_per_cell,5.24,
worst_setup_path,crit_fanout,5,
routing,wl_met3,137,um
placement,dp_hpwl,3900,um
flow_run,drv_cap,0,
synthesis,postSynthAreaPerCell,6.35,sq um
synthesis,yosys.area_share.simple,31.9,%
timing,rsz0062_at_grt,"false",
timing,setup_ws,0.312,ns
timing,relSlewSlack,64.4,%
timing,hold_viol_final,0,
die,fp_util,23.6,%
cts,post_cts_buffers,0,
timing,fmax,193,MHz
synthesis,synthCells,223,
worst_setup_path,crit_path_end_kind,"primary output",
layout,drive_gt1_share,6.17,%
routing,wl_met1,2200,um
placement,numPlacedInstances,318,
synthesis,synth-xor-area-share,4.33,%
synthesis,ys_top_logic_family,"AND-OR/OR-AND gates",
layout,fillers,647,
die,die_area,9800,sq um
timing,tns,0,ns
hold_path,hp-start,"a[7]",
layout,final_cell_area,1790,sq um
routing,dr_wl_met2,2410,um
synthesis,ys_area,1420,sq um
synthesis,syn_area,1420,sq um
placement,port_buffers,31,
timing,fin_crit_sh,94.3,%
timing,finalSetupViolCount,0,
grt,grt_max_degree,14,
timing,min_period,5.19,ns
die,rows,28,
layout,flop_area,0,sq um
synthesis,mux_share,0.707,%
layout,nClkBuffers,0,
cts,postCtsHoldBufs,0,
synthesis,ys_types,51,
hold_path,holdPathEnd,"t[7]",
grt,grt_pass1_vias,1646,
power_and_ir_drop,p_leak,0.685,nW
grt,track_usage,9.55,%
die,die_w,99,um
worst_setup_path,cp.arrival,4.09,ns
outcome,status,"finished clean",
die,core_area,5990,sq um
hold_path,hold_depth,4,
routing,wl_per_cell,15.1,um
cts,cts_resized,0,
routing,vias,1667,
timing,final_max_slew_viol_count,0,
worst_setup_path,crit_type,"input pin to primary output",
synthesis,ys_seq_share,0,%
placement,post-place-ws,0.289,ns
grt,antenna_found_initial,0,
die,die_h,99,um
grt,grt-ovfl-total,0,
grt,grt_pass1_wl,8180,um
timing,tightest_slew,0.520,ns
worst_setup_path,start_kind,"input pin",
synthesis,ys_warn_count,1,
layout,area_growth,26.7,%
synthesis,synthAdderAreaFrac,17.0,%
hold_path,min_path_type,"input pin to primary output",
layout,combGateArea,1280,sq um
die,io-pin-count,31,
placement,globalplace.congestion,0.919,
layout,final_cell_mix,"31 x nor2_1, 31 x clkdlybuf4s50_1, 17 x inv_1",
routing,dr.pass1.iters,4,
==> power breakdown <==
part	internal, mW	switching, mW
sequential	0	0
combinational	0.0697	0.0844
clock	0	0
total	0.0697	0.0844
==> metrics by stage <==
stage	hold slack [ns]	power, mW
after floorplan	2.25	0.0994
after global placement	3.20	0.154
after detailed placement	3.19	0.153
after CTS	3.20	0.154
after global routing	3.25	0.172
final	3.19	0.154
==> area by class of cell <==
type                            count  area share, %
Multi-Input combinational cell    188           71.2
Timing Repair Buffer               37           19.8
Tap cell                           75           5.23
Inverter                           18           3.77
==> Yosys cell counts (3+ instances only) <==
cell | count | area, sq um
xnor2_1 | 4 | 35.0
o2111ai_1 | 3 | 26.3
o221ai_1 | 6 | 52.6
nand2b_1 | 8 | 50.1
inv_1 | 17 | 63.8
nor2_1 | 31 | 116
a32o_1 | 3 | 30.0
a21oi_1 | 16 | 80.1
nand3_1 | 7 | 35.0
a211o_1 | 5 | 43.8
xor2_1 | 3 | 26.3
o22ai_1 | 3 | 18.8
nand4_1 | 3 | 18.8
ha_1 | 16 | 200
buf_2 | 5 | 25.0
nand2_1 | 15 | 56.3
nor3b_1 | 3 | 22.5
o21ai_0 | 16 | 80.1
nor4_1 | 4 | 25.0
clkbuf_1 | 11 | 41.3
nor3_1 | 4 | 20.0
nor2b_1 | 3 | 18.8
==> worst max path at each step <==
stage	start	to	depth (start not counted)
final	b[0]	cf	11
after CTS	b[0]	t[6]	10
after global routing	b[0]	zf	12
==> cell families after synthesis <==
group / after synthesis
AND/OR/NAND/NOR: 89
AND-OR/OR-AND: 73
buffers and inverters: 35
adder cells (fa/ha/maj): 18
XOR/XNOR: 7
multiplexers: 1
==> worst max-delay path: stages <==
cell             delay [ns]
clkdlybuf4s50_1        0.52
ha_1                   0.19
inv_1                  0.07
fa_1                   0.44
or2_2                  0.33
a221oi_2               0.31
o21ai_0                0.13
a21oi_1                0.17
nor4_1                 0.06
a311oi_1               0.24
clkdlybuf4s50_1        0.51
==> routing by layer <==
metal | track usage [%] | up-vias
met5 | 0 | -
met4 | 1.43 | 0
met3 | 1.06 | 4
met2 | 17.1 | 35
met1 | 12.1 | 771
li1 | - | 857
Power figures rest on the tool's default switching activity, not on a simulated workload.

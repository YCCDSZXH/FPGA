File: flow/run.sh
#!/bin/bash
# OpenROAD 26Q1-2900-gdf79404cd8, Yosys 0.63+post, stock flow scripts
make -C /OpenROAD-flow-scripts/flow DESIGN_CONFIG=/design/flow/config.mk WORK_HOME=/design/flow/orfs finish
File: flow/config.mk
export PLATFORM = sky130hd
export DESIGN_NAME = ax_debounce
export DESIGN_NICKNAME = ax_debounce
export VERILOG_FILES = /design/flow/design.v
export SDC_FILE = /design/flow/constraint.sdc
export NUM_CORES = 4
export LEC_CHECK = 1
export CORE_UTILIZATION = 40
File: flow/constraint.sdc
current_design ax_debounce

set clk_period 5.8
set clk_io_pct 0.2

create_clock -name clk0 -period $clk_period [get_ports {clk}]

set non_clock_inputs [all_inputs -no_clocks]
set_input_delay [expr $clk_period * $clk_io_pct] -clock clk0 $non_clock_inputs
set_output_delay [expr $clk_period * $clk_io_pct] -clock clk0 [all_outputs]
File: flow/design.v
`timescale 1 ns / 100 ps
module  ax_debounce 
(
    input       clk, 
    input       rst, 
    input       button_in,
    output reg  button_posedge,
    output reg  button_negedge,
    output reg  button_out
);
parameter N = 32 ;            
parameter FREQ = 50;          
parameter MAX_TIME = 20;      
localparam TIMER_MAX_VAL =   MAX_TIME * 1000 * FREQ;
reg  [N-1 : 0]  q_reg;       
reg  [N-1 : 0]  q_next;
reg DFF1, DFF2;              
wire q_add;                  
wire q_reset;
reg button_out_d0;
assign q_reset = (DFF1  ^ DFF2);           
assign q_add = ~(q_reg == TIMER_MAX_VAL);  
always @ ( q_reset, q_add, q_reg)
begin
    case( {q_reset , q_add})
        2'b00 :
                q_next <= q_reg;
        2'b01 :
                q_next <= q_reg + 1;
        default :
                q_next <= { N {1'b0} };
    endcase     
end
always @ ( posedge clk or posedge rst)
begin
    if(rst == 1'b1)
    begin
        DFF1 <= 1'b0;
        DFF2 <= 1'b0;
        q_reg <= { N {1'b0} };
    end
    else
    begin
        DFF1 <= button_in;
        DFF2 <= DFF1;
        q_reg <= q_next;
    end
end
always @ ( posedge clk or posedge rst)
begin
	if(rst == 1'b1)
		button_out <= 1'b1;
    else if(q_reg == TIMER_MAX_VAL)
        button_out <= DFF2;
    else
        button_out <= button_out;
end
always @ ( posedge clk or posedge rst)
begin
	if(rst == 1'b1)
	begin
		button_out_d0 <= 1'b1;
		button_posedge <= 1'b0;
		button_negedge <= 1'b0;
	end
	else
	begin
		button_out_d0 <= button_out;
		button_posedge <= ~button_out_d0 & button_out;
		button_negedge <= button_out_d0 & ~button_out;
	end	
end
endmodule
==> results.txt <==
H-tree Lvls: 2
CP Capture Type: output pin
R2R setup slack: 3.70 ns
Die y size: 72.44 um
Syn Inst Count: 199
Chip Width: 72.44 um
Synth cell count leaders: dfrtp_1, nor2_1, nand2_1, a21oi_1, nand4_1
Row cnt: 25
Seq share, synth: 48.05%
Slew HR: 39.89%
Leak: 0.8595 nW
Critical path's slowest cell: dfstp_2
Min-delay src: button_out
Die Size: 5247 sq um
Power density cells: 224.2 nW/um^2
Average wire per standard cell: 13.92 um
Crit path launch type: flip-flop
Number of global-route vias before repair: 1467
Actual slew at the worst max-slew pin: 0.8952 ns
CTS resizes: 0
DR vias: 1542
Period utilisation layout: 42.44%
Final setup fails: 0
Post-synthesis cell type count: 40
Net Sw Frac: 23.52%
Global placement routability congestion: 0.7842
Warnings, synthesis: 1
Critical R2R Launch: q_reg[0]
Share of cells above drive strength 1: 8.654%
Worst R2R Path Depth: 4
Iter 0 DRT Violations: 83
Initial antenna violation count: 0
Overall Global Routing Usage: 17.37%
Syn_area_per_cell: 9.972 sq um
Initial Utilization: 41.74%
Area share, top type: 45.40%
Asr flop ratio synth: 100.0%
Cell total in the yosys stat output: 199
Placed cells: 267
Dominant Register Cell: dfrtp_1
DRC errors left: 0
Number of routed nets with antenna violations: 0
TritonRoute pass-1 iters: 4
CP top delay family: flip-flops
Fmax: 0.4063 GHz
Post-synth area hogs: dfrtp_1, nand4_1, o31ai_1
Core outline area: 4755 sq um
Buf/Inv on CP: 1
EDFF count, synth: 0
Yosys synthesis chip area: 1984 sq um
Clock Power Share: 37.4%
Outcome: finished, final reports clean
DP HPWL: 2.508 mm
Root buffer cell: clkbuf_8
Worst EP arrival: 1.30 ns
Max Fanout on Critical Path: 5
Combinational fraction of design power: 7.1%
CTS Hold Bufs: 0
Clock transition at the registers of the reported paths: 0.07 ns
Worst path max stage delay: 0.56 ns
Mapped cell area: 1984 sq um
Worst reg2reg path endpoint: q_reg[24]
Max-cap violations: 0
CTS tree: yes
Worst Hold Depth: 0
DR vias/cell: 5.607
Hold Path Class: flip-flop to flip-flop
WP data required: 4.64 ns
Global-route wire length before repair: 6.975 mm
Total CTS buffers: 5
VDD IR max: 0.1311 mV
Count leader, synth: dfrtp_1
Crit path cell chain: clkdlybuf4s50_1
Deepest clock path buffer count: 2
Setup TNS: 0 ns
Hold endpoint: button_out_d0
Synth flops: 38
Final min period: 2.462 ns
Inserted Diodes: 0
Routed wire length: 3.827 mm
Total global routing overflow: 0
Seq pwr share: 55.5%
I/O pin count: 6
Post-Layout Cell Count: 275
Power Total: 0.4933 mW
Fin. max-slew vios: 0
Clk ins delay skew pair: 0.29 ns
Clk_skew: 0.008771 ns
Setup bufs post-CTS: 0
Int Pwr: 0.3773 mW
Sink Count: 38
Tool warnings: 26
Largest net degree at the start of global routing: 39
Number of hold violations in the final report: 0
Area delta synth->final: 10.91%
Switching power total: 0.1160 mW
Max reg flops: 32
RSZ-0062 raised after global routing: false
Post-synth top area cell: dfrtp_1
Port-buffer cells: 5
Critical path class: flip-flop to output pin
-- cell families after synthesis --
family                     after synthesis  share of synthesized area, %
adders and majority gates                2                         1.261
DFF                                     38                         48.05
and+or+nand+nor                         97                         29.26
AOI/OAI and AO/OA                       33                         10.66
muxes                                    4                         2.081
xor gates and xnor gates                14                         6.179
buffers and inverters                   11                         2.522
-- worst max path at each step --
stage          start    endpoint  cells after the start  slack [ns]
4_1_cts   button_out  button_out                      1        3.32
5_1_grt   button_out  button_out                      1        3.28
6_report  button_out  button_out                      1        3.34
-- placed cells by master, fill, tap and decap left out, drive strengths merged --
cell	n
o31a	1
nor2b	3
ha	2
nand4	12
and2	2
clkinv	1
a21oi	13
nor3b	1
inv	5
and4	6
and4b	1
o21a	4
nor4	9
dfstp	2
nand2b	4
and3	1
nand2	14
nand3	9
o31ai	9
nor4b	1
nor3	6
nor2	15
mux2	1
buf	2
dfrtp	36
xor2	7
nor4bb	1
o21ai	3
a31oi	1
clkdlybuf4s50	5
or4	9
xnor2	7
nand4b	1
mux2i	3
clkbuf	7
or3	2
a31o	1
a41o	1
-- routing by layer --
metal	up-vias	track usage, %	routed length [um]
met1	753	29.36	2027
li1	766	-	-
met4	0	1.307	26
met5	-	0	0
met3	2	4.085	145
met2	21	24.61	1627
-- final cells by class --
cell class                 count  area (sq um)
fill                         469          2554
multi-input combinational    150         988.4
sequential                    38         953.4
clock buffer                   7         86.33
tap                           67         83.83
timing repair buffer           7         65.06
inverter                       5         18.77
clock inverter                 1         5.005
-- stage by stage --
step	worst slack (ns)	hold slack (ns)	cell area, sq um	utilization, %
finish	3.338	0.3863	2201	46.29
global route	3.284	0.3953	2201	46.29
CTS	3.318	0.3888	2201	46.29
detailed placement	3.640	0.3778	2110	44.37
global placement	3.654	0.3734	2110	44.37
floorplan	3.782	0.3638	1984	-
-- power by group through the flow --
stage	sequential, mW	clock [mW]	combinational (mW)
5_1_grt	0.275	0.206	0.0406
4_1_cts	0.274	0.192	0.0360
6_report	0.274	0.184	0.0349
Power and IR drop assume default switching activity.
